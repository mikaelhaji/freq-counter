==> flow/design.v <==
`default_nettype none
`timescale 1ns/1ps
module edge_detect (
    input wire              clk,
    input wire              signal,
    output wire             leading_edge_detect
    );
    reg q0, q1, q2;
    always @(posedge clk) begin
        q0 <= signal;
        q1 <= q0;
        q2 <= q1;
    end
    assign leading_edge_detect = ((q1 ^ q2) & q1);
endmodule
`default_nettype none
`timescale 1ns/1ps
module frequency_counter #(
    localparam UPDATE_PERIOD = 1200,
    localparam BITS = 12
)(
    input wire clk,
    input wire reset,
    input wire signal,
    input wire [BITS-1:0] period,
    input wire period_load,
    output wire [6:0] segments,
    output wire digit
);
localparam STATE_COUNT = 0;
localparam STATE_TENS = 1;
localparam STATE_UNITS = 2;
reg [1:0] state;
reg [6:0] edge_counter;  
reg [BITS-1:0] clock_counter;
reg [BITS-1:0] update_period;
reg [3:0] ten_count;
reg [3:0] unit_count;
wire leading_edge_detect;
edge_detect edge_detect0(.clk(clk), .signal(signal), .leading_edge_detect(leading_edge_detect));
reg load_digit;
seven_segment seven_segment0(.clk(clk), .reset(reset), .load(load_digit), .ten_count(ten_count), .unit_count(unit_count), .segments(segments), .digit(digit));
always @(posedge clk) begin
    if (reset)
        update_period <= UPDATE_PERIOD;
    else if(period_load) 
        update_period <= period;
end
always @(posedge clk) begin
    if (reset) begin
        state <= STATE_COUNT;
        edge_counter <= 0;
        clock_counter <= 0;
        ten_count <= 0;
        unit_count <= 0;
        load_digit <= 0;
    end else begin
        case (state)
            STATE_COUNT: begin
                load_digit <= 1'b0;
                ten_count <= 0;
                unit_count <= 0;
                if (leading_edge_detect)
                    edge_counter <= edge_counter + 1'b1;
                clock_counter <= clock_counter + 1'b1;
                if (clock_counter == update_period -1) begin
                    state <= STATE_TENS;
                end
            end
            STATE_TENS: begin
                if (edge_counter >= 10) begin
                    edge_counter <= edge_counter - 7'd10;
                    ten_count <= ten_count + 1'b1;
                end else begin
                    state <= STATE_UNITS;
                end
            end
            STATE_UNITS: begin
                unit_count <= edge_counter;
                edge_counter <= 0;   
                clock_counter <= 0;
                load_digit <= 1;
                state <= STATE_COUNT;
            end
            default: state <= STATE_COUNT;
        endcase
    end
end
endmodule
`default_nettype none
`timescale 1ns/1ps
module seven_segment (
    input wire          clk,
    input wire          reset,
    input wire          load,
    input wire [3:0]    ten_count,
    input wire [3:0]    unit_count,
    output reg [6:0]    segments,
    output reg          digit
);
    reg [3:0] ten_count_reg;
    reg [3:0] unit_count_reg;
    wire [3:0] decode;
    always @(posedge clk) begin
        if(reset) begin
            digit <= 0;
            ten_count_reg <= 0;
            unit_count_reg <= 0;
        end else begin
            if(load) begin
                ten_count_reg   <= ten_count;
                unit_count_reg  <= unit_count;
            end
            digit <= ! digit;
        end
    end
    assign decode = digit ? ten_count_reg : unit_count_reg;
    always @(*) begin
        case(decode)
            0:  segments = 7'b0111111;
            1:  segments = 7'b0000110;
            2:  segments = 7'b1011011;
            3:  segments = 7'b1001111;
            4:  segments = 7'b1100110;
            5:  segments = 7'b1101101;
            6:  segments = 7'b1111100;
            7:  segments = 7'b0000111;
            8:  segments = 7'b1111111;
            9:  segments = 7'b1100111;
            default:
                segments = 7'b0000000;
        endcase
    end
endmodule
==> flow/run.sh <==
#!/bin/bash
# OpenROAD 26Q1-2900-gdf79404cd8, Yosys 0.63+post, stock flow scripts
make -C /OpenROAD-flow-scripts/flow DESIGN_CONFIG=/design/flow/config.mk WORK_HOME=/design/flow/orfs finish
==> flow/config.mk <==
export PLATFORM = sky130hd
export DESIGN_NAME = frequency_counter
export DESIGN_NICKNAME = frequency_counter
export VERILOG_FILES = /design/flow/design.v
export SDC_FILE = /design/flow/constraint.sdc
export NUM_CORES = 4
export LEC_CHECK = 1
export CORE_UTILIZATION = 40
==> flow/constraint.sdc <==
current_design frequency_counter

set clk_period 5.2
set clk_io_pct 0.2

create_clock -name clk0 -period $clk_period [get_ports {clk}]

set non_clock_inputs [all_inputs -no_clocks]
set_input_delay [expr $clk_period * $clk_io_pct] -clock clk0 $non_clock_inputs
set_output_delay [expr $clk_period * $clk_io_pct] -clock clk0 [all_outputs]
==> summary.txt <==
status - finished clean
clk_skew - 6.83 ps
Latency at later pin - 310 ps
pre-CTS setup slack - 2080 ps
pin count of the biggest net entering global routing - 42
EDFF count, synth - 0
worst ir drop on vdd - 0.000109 V
register area share after synthesis - 36.5%
Final Slew Violations - 0
Fillers - 690
Least-Margin Pin Slew - 774 ps
Flop area - 1100 um2
CP required - 4160 ps
total global routing overflow - 0
Post-synth ARST share - 0%
number of routed nets with antenna violations - 0
die span in x - 88.8 um
I/O Buffers - 23
hold path cells - 0
antenna violations before repair - 0
htree depth - 2
total clock buffers created by CTS - 5
R2R depth - 8
PD cells - 223 nW/um2
RD Place Congestion - 0.826
Ys Warns - 3
P_leak - 1.26 nW
CP max-delay cell - dfxtp_1
RSZ-0062 raised after global routing - no
most frequent cell after synthesis - nor2_1
Hold Buf Count CTS - 0
final setup fails - 0
gr usage total - 16.7%
Top Ports - 24
1st-iter DRT viols - 126
HP Start - edge_detect0.q0
Tot Pwr - 754 uW
Netlist cell types - 62
Yosys Chip Area - 3020 um2
crit path max fanout - 7
delay-heaviest family, CP - buffers and inverters
initial core utilization - 41.6%
total die size - 7890 um2
Worst Path Arrival - 2420 ps
final instance area - 3380 um2
top flop regs - clock_counter x12, update_period x12, edge_counter x7
drc violations - 0
total number of vias - 2384
Clock Sinks - 55
tool warning count - 31
Routed WL - 5910 um
Syn-to-layout area delta - 12.1%
CTS Buffer Depth - 2
final hold violation count - 0
vias in the first global route - 2049
Worst setup EP type - output pin
Startpoint Class - flip-flop
CTS tree - yes
area share, top type - 36.5%
Worst-path clk slew - 100 ps
R2R setup slack - 2990 ps
CTS root buf - clkbuf_8
Setup Total Neg Slack - 0 ps
Post-DP Area - 3290 um2
drt via density - 5.16
CTS resizes - 0
Commonest flop - dfxtp_1
combinational gate area - 1780 um2
diode count - 0
Crit path buffers/inverters - 2
Site Rows - 31
global-route wire length before repair - 10100 um
hold slack - 338 ps
chip height - 88.8 um
Post-Synthesis Cells - 349
RR Startpoint - edge_counter[1]
Final Cycle Share - 66.6%
Tmin final - 3460 ps
Syn Std Cell Area - 3020 um2
Crit Path Class - flip-flop to output pin
core area - 7250 um2
first drt pass iteration count - 4
area leader, netlist - dfxtp_1
Post-DP HPWL - 4170 um
Synth Area per Inst - 8.64 um2
HP Class - flip-flop to flip-flop
top cells, area - dfxtp_1, nor2_1, mux2i_1
largest stage delay on the critical path - 530 ps
Avg WL per Cell - 12.8 um
Worst slew margin - 48.3%
layout cell share with drive strength beyond 1 - 6.34%
Post-synth top cells - nor2_1, dfxtp_1, mux2i_1, nand2_1, a21oi_1
Max-Cap Viols - 0
worst r2r dst - edge_counter[4]
Final WS setup - 1740 ps
#FFs+latches synth - 55
CP Cell Sequence - mux2i_1 > inv_1 > ha_1 > nor2_1 > a21oi_1 > o21ai_1 > clkdlybuf4s50_1
Fmax - 289 MHz
setup bufs post-CTS - 0
Yosys Instances - 349
Hold Path End - edge_detect0.q1
[worst register-to-register path, delay by kind of cell (launching register included)]
kind            cells  cell delay [ps]
fa+ha+maj           1              230
simple gates        3              540
compound gates      3              780
flops               1              460
buf+inv             1               90
[per-stage QoR]
stage               instances  utilization, %
CTS                       462            46.6
finish                    462            46.6
global placement          454            45.4
detailed placement        454            45.4
global route              462            46.6
floorplan                 349               -
[cell type report]
class / instances / share of cell area (%)
multi-input combinational: 263 / 52.7
sequential: 55 / 32.6
timing repair buffer: 24 / 7.03
tap: 99 / 3.66
clock buffer: 5 / 2.04
inverter: 13 / 1.44
clock inverter: 3 / 0.592
[logic make-up (layout without fill, tap and decap cells)]
logic type	after synthesis	count (layout)	share of synthesized area (%)
DFF	55	55	36.5
xor gates and xnor gates	23	23	6.93
and+or+nand+nor	132	132	23.2
muxes	22	22	7.47
buffers and inverters	31	45	4.44
AOI/OAI and AO/OA	74	74	16.5
adders and majority gates	12	12	4.98
[where the power goes]
group          switching, mW  internal, mW  leakage, nW
registers             0.0160         0.432        0.448
clock network          0.141        0.0941       0.0402
logic                 0.0336        0.0371        0.767
[worst max-delay path by stage]
stage                        start          end  slack (ps)  depth (start not counted)
global route  seven_segment0.digit  segments[3]        1530                          7
finish        seven_segment0.digit  segments[3]        1740                          7
CTS           seven_segment0.digit  segments[3]        1720                          7
[routing by layer]
layer / vias to the layer above / global-route usage (%) / wire length, um
met5: - / 0 / 0
met4: 0 / 1.47 / 65
met3: 5 / 2.46 / 215
met2: 43 / 23.1 / 2400
met1: 1065 / 28.8 / 3230
li1: 1271 / - / -
[layout by cell type, fill, tap and decap left out, drive strengths merged, types with 7 or more instances in the layout]
| cell | n |
|---|---|
| mux2i | 21 |
| dfxtp | 55 |
| ha | 12 |
| nor2 | 59 |
| a22oi | 7 |
| nor3b | 7 |
| inv | 13 |
| nand4 | 8 |
| clkdlybuf4s50 | 23 |
| nor2b | 7 |
| xnor2 | 9 |
| o21ai | 18 |
| a21oi | 17 |
| xor2 | 14 |
| nand2 | 17 |
Power is estimated from default activity; no workload was simulated.
